==> design/flow/design.v <==
module program_counter(
    input wire clk,
    input wire rst,
    input wire inc,
    input wire branch_en,
    input wire [10:0] branch_addr,
    output reg [10:0] current_addr
);
    always @(posedge clk) begin
        if (rst) begin
            current_addr <= 11'b0; 
        end
        else begin
            if (inc) begin
                if (branch_en) 
                    current_addr <= branch_addr;
                else 
                    current_addr <= current_addr + 1;
            end
        end
    end
endmodule
==> design/flow/run.sh <==
#!/bin/bash
# OpenROAD 26Q1-2900-gdf79404cd8, Yosys 0.63+post, stock flow scripts
make -C /OpenROAD-flow-scripts/flow DESIGN_CONFIG=/design/flow/config.mk WORK_HOME=/design/flow/orfs finish
==> design/flow/config.mk <==
export PLATFORM = sky130hd
export DESIGN_NAME = program_counter
export DESIGN_NICKNAME = program_counter
export VERILOG_FILES = /design/flow/design.v
export SDC_FILE = /design/flow/constraint.sdc
export NUM_CORES = 4
export LEC_CHECK = 1
export CORE_AREA = 10 10 76 76
export DIE_AREA = 0 0 86 86
==> design/flow/constraint.sdc <==
current_design program_counter

set clk_period 3.3
set clk_io_pct 0.2

create_clock -name clk0 -period $clk_period [get_ports {clk}]

set non_clock_inputs [all_inputs -no_clocks]
set_input_delay [expr $clk_period * $clk_io_pct] -clock clk0 $non_clock_inputs
set_output_delay [expr $clk_period * $clk_io_pct] -clock clk0 [all_outputs]
==> deck_impl_summary.md <==
Implementation Results

Run status
  • Outcome: finished, final reports clean

Clock tree
  • CTS buffer count: 3
  • Clk latency of the worst-skew pair: 240 ps
  • Clk slew on worst S/H paths: about 50 ps
  • CTS Hold Buffers Added: 0
  • Max H-tree Level: 1
  • Root Driver: clkbuf_8
  • Max Root-Sink Buffers: 2
  • Setup bufs post-CTS: 0
  • CTS tree: built
  • Post-cts sizing count: 0
  • Clock sinks: 11

Yosys
  • Synth Instances: ~87
  • FF+latch count, synth: 11
  • Synth Area per Inst: 7.98 µm²
  • Synth cell types: 35
  • Cells in synth_stat.txt: about 87
  • Sequential fraction of the synthesis area: 31.7%
  • Cell area after synthesis: about 690 µm²
  • Ys Warns: 1
  • Post-synth area from yosys stat: just under 700 µm²

Place
  • Placement Setup Slack: 874 ps
  • Port Buffers: 25
  • RD Place Congestion: 0.860
  • Post-detail-place hpwl: 1720 µm

Worst setup path
  • Reg2reg path depth: 4
  • Crit Path Category: in -> reg
  • Crit path capture type: flip-flop
  • Crit path required time: 3420 ps
  • CP Launch Type: input pin
  • CP Data Arrival Time: 2320 ps
  • CP max FO: 25

Route
  • DRC Markers: 0
  • DR WL met2: 976 µm
  • Initial DRT Pass Iterations: 4
  • WL met1: around 1100 µm
  • Topmost layer with routed signal wires: met4
  • Detailed Route WL: 2340 µm
  • Initial drt markers: around 90
  • Metal3 WL: approximately 230 µm
  • Vias/cell: 4.88
  • Vias: 790
  • N_diodes: 0
  • Post-DR wirelength/cell: 14.4 µm
  • Post-DRT Antenna Nets: 0

Final timing
  • Relative slew slack: 43.3%
  • Fin crit period: 2200 ps
  • Clock Skews: ~0.33 ps
  • Endpoints failing hold: 0
  • RSZ-0062 raised after global routing: no
  • Fmax: 0.456 GHz
  • Tcrit/Tclk final: 66.5%
  • Worst-margin pin slew: 847 ps
  • Sum Neg Setup Slack: 0 ps
  • Max-slew violation count: 0
  • Final hold slack: 561 ps
  • Setup-failing EPs final: 0
  • PnR worst setup slack: 1100 ps

Min path
  • Hold WC Path Type: reg -> reg
  • Cell count of the worst hold path: 2

Pwr
  • VDD IR max: 0.0932 mV
  • Power per cell area: 351 nW/µm²
  • Leak pwr: between 0.3 and 0.4 nW
  • Overall power: 0.000363 W

Global routing
  • Largest net degree at the start of global routing: 26
  • Initial antenna violation count: 0
  • Wire length of the first global-routing pass: 3620 µm
  • Vias in the first global route: about 750
  • Gr usage total: roughly 5.8%
  • GR Overflow Total: 0

Floorplan
  • Top-Level Pins: 26
  • Chip Width: 86 µm
  • Die Y-Extent: 86 µm
  • Core Box Area: roughly 4000 µm²
  • Initial Utilization: 16.9%
  • Core Rows: 23
  • Die Area: 7400 µm²

Cells and area
  • Finished Core Util: 25.1%
  • Largest register FFs: 11
  • Biggest regs: current_addr: 11 flops
  • Most used logic cell in the final layout: clkdlybuf4s50_1
  • Area growth syn-to-layout: 49.0%
  • Layout cells sized above 1: 6.25%
  • Most frequent cells in the layout: clkdlybuf4s50_1, dfxtp_1, o21ai_0
  • Reg with most FFs: current_addr

Job
  • Max cap viols: 0
  • Tool warnings: 25
-- per-layer routing --
| layer | up-vias | GRT usage [%] |
|---|---|---|
| met1 | 371 | 8.07 |
| li1 | 391 | - |
| met3 | 2 | 3.05 |
| met5 | - | 0 |
| met4 | 0 | 0.299 |
| met2 | 26 | 8.11 |
-- per-stage QoR --
stage	std cells	cell area (µm²)
4_1_cts	162	1030
6_report	162	1030
3_5_place_dp	158	990
2_1_floorplan	87	694
3_3_place_gp	158	990
5_1_grt	162	1030
-- final timing paths --
check | from | endpoint | slack, ps
max | branch_en | current_addr[10] | 1100
min | current_addr[1] | current_addr[1] | 560
max reg2reg | current_addr[0] | current_addr[10] | 1860
min reg2reg | current_addr[1] | current_addr[1] | 560
-- final cells by class --
class / count / area, µm²
fill: 448 / 3080
multi-input combinational: 70 / 449
timing repair buffer: 25 / 250
sequential: 11 / 220
tap: 50 / 62.6
clock buffer: 4 / 45.0
inverter: 2 / 7.51
-- cell families (layout without fill, tap and decap cells) --
family / count (synthesis) / after routing / synth area share [%]
flops: 11 / 11 / 31.7
mux: 1 / 1 / 1.44
fa+ha+maj: 1 / 1 / 1.80
buf+inv: 6 / 31 / 3.60
simple gates: 38 / 38 / 31.0
compound gates: 30 / 30 / 30.5
-- synthesized netlist by cell type --
master / instances / area (µm²)
dfxtp_1: 11 / 220
o21ai_0: 7 / 35.0
nand2_1: 6 / 22.5
nor2_1: 6 / 22.5
a21oi_1: 4 / 20.0
nand2b_1: 4 / 25.0
nand4_1: 4 / 25.0
a211oi_1: 3 / 22.5
a22oi_1: 3 / 22.5
nor3_1: 3 / 15.0
nor4_1: 3 / 18.8
o221ai_1: 3 / 26.3
a311oi_1: 2 / 17.5
and3_2: 2 / 15.0
buf_2: 2 / 10.0
clkbuf_1: 2 / 7.51
inv_1: 2 / 7.51
nor2b_1: 2 / 12.5
o2bb2ai_1: 2 / 17.5
a311o_1: 1 / 10.0
a31oi_1: 1 / 6.26
and2_1: 1 / 6.26
and3_1: 1 / 6.26
ha_1: 1 / 12.5
mux2i_1: 1 / 10.0
nand2_2: 1 / 6.26
nand4b_1: 1 / 8.76
nor3b_1: 1 / 7.51
nor4bb_1: 1 / 10.0
o21a_1: 1 / 7.51
o31a_1: 1 / 8.76
o31a_2: 1 / 10.0
o31ai_1: 1 / 7.51
or3_1: 1 / 6.26
or4_1: 1 / 7.51
-- worst max-delay path, cell delays in order --
cell	delay [ps]
clkdlybuf4s50_1	1020
nand2_1	310
o221ai_1	260
nor3_1	70
-- report_power, final --
group / internal [W] / switching (W) / leakage, nW
clock: 0.0000851 / 0.0000535 / 0.0228
sequential: 0.000141 / 0.0000140 / 0.0905
combinational: 0.0000431 / 0.0000263 / 0.216
Power is estimated from default activity; no workload was simulated.
